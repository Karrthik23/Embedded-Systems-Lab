==> ./design.v <==
module Encoder #(
   parameter DATA_WIDTH = 16
)(
    input clk,
    input reset,
    input ChannelA,
    input ChannelB,
    output reg [15:0] Counter
);
    reg [1:0] currentState, prevState;
    always @(posedge clk) begin
        if (reset) begin
            Counter <= 16'd0;
            prevState <= 2'b00;
        end else begin
            currentState <= {ChannelA, ChannelB};
            case (prevState)
                2'b00: begin
                    if (currentState == 2'b01)
                        Counter <= Counter + 1;   
                    else if (currentState == 2'b10)
                        Counter <= Counter - 1;   
                end
                2'b01: begin
                    if (currentState == 2'b11)
                        Counter <= Counter + 1;   
                    else if (currentState == 2'b00)
                        Counter <= Counter - 1;   
                end
                2'b11: begin
                    if (currentState == 2'b10)
                        Counter <= Counter + 1;   
                    else if (currentState == 2'b01)
                        Counter <= Counter - 1;   
                end
                2'b10: begin
                    if (currentState == 2'b00)
                        Counter <= Counter + 1;   
                    else if (currentState == 2'b11)
                        Counter <= Counter - 1;   
                end
            endcase
            prevState <= currentState;
        end
    end
endmodule
module encoder_bus_demo #(
		parameter ENCODER_WIDTH = 16,
        parameter DATA_WIDTH = 16
	) (
		input  wire [7:0]  slave_address,      
		input  wire        slave_read,         
		output reg  [DATA_WIDTH-1:0] slave_readdata,     
		input  wire        slave_write,        
		input  wire [DATA_WIDTH-1:0] slave_writedata,    
		input  wire        clk,           
		input  wire        reset,         
        input  wire [(DATA_WIDTH/8)-1:0] slave_byteenable,
        input wire enc_a,   
        input wire enc_b,   
        output wire [15:0] counter
	);
    reg [31:0] mem;
    wire enable;
    Encoder #(
        .DATA_WIDTH(ENCODER_WIDTH)
    ) my_ip (
        .clk(clk),
        .reset(reset),
        .ChannelA(enc_a),
        .ChannelB(enc_b),
        .Counter(counter)
    );
    assign enable = mem[31];
    always @(posedge clk or posedge reset) begin
        if (reset) begin
            mem <= 32'b0;
        end else begin
            if (slave_read) begin
                slave_readdata <=  {16'b0, counter};
            end
            if (slave_write) begin
                mem <= slave_writedata;
            end;
        end;
    end
endmodule
==> ./run.sh <==
#!/bin/bash
# OpenROAD 26Q1-2900-gdf79404cd8, Yosys 0.63+post, stock flow scripts
make -C /OpenROAD-flow-scripts/flow DESIGN_CONFIG=/design/flow/config.mk WORK_HOME=/design/flow/orfs finish
==> ./config.mk <==
export PLATFORM = sky130hd
export DESIGN_NAME = encoder_bus_demo
export DESIGN_NICKNAME = encoder_bus_demo
export VERILOG_FILES = /design/flow/design.v
export SDC_FILE = /design/flow/constraint.sdc
export NUM_CORES = 4
export LEC_CHECK = 1
export CORE_AREA = 10 10 110 110
export DIE_AREA = 0 0 120 120
==> ./constraint.sdc <==
current_design encoder_bus_demo

set clk_period 3.5
set clk_io_pct 0.2

create_clock -name clk0 -period $clk_period [get_ports {clk}]

set non_clock_inputs [all_inputs -no_clocks]
set_input_delay [expr $clk_period * $clk_io_pct] -clock clk0 $non_clock_inputs
set_output_delay [expr $clk_period * $clk_io_pct] -clock clk0 [all_outputs]
==> impl_metrics.csv <==
group,metric,value,unit
min_path,hold_path_class,"flip-flop to flip-flop",
pwr,leakagePower,0.000810,uW
logic_synthesis,synth.top_cell.area_share,31.3,%
detailed_routing,ant_nets,0,
die,rows,36,
placed_design,place.gp.congestion,0.770,
placed_design,postPlaceCellArea,2230,um^2
cts,cts_inserted_buffers,5,
cells_and_area,fillers,1036,
logic_synthesis,yosysTopAreaCell,"edfxtp_1",
setup_path,crit_fanout,20,
setup_path,cp.required,3690,ps
setup_path,crit_type,"input pin to flip-flop",
setup_path,cp-start-kind,"input pin",
timing,timing.hold.ws,495,ps
die,die_area,14400,um^2
global_route,antenna_found_initial,0,
timing,post-route-min-period,2160,ps
die,die_h,120,um
pwr,peakVddDrop,0.000173,V
logic_synthesis,synthArstFlopShare,0,%
setup_path,r2r_end,"my_ip.Counter[15]",
timing,hold_viol,0,
setup_path,cpMaxStageDelayCell,"clkdlybuf4s50_1",
cells_and_area,fin_area,2340,um^2
cts,cts_resized,0,
logic_synthesis,ff_type,"edfxtp_1",
logic_synthesis,edf_count,18,
global_route,grt_max_degree,21,
pwr,cellPowerDensity,559,nW/um^2
timing,max_freq,464,MHz
cts,cts_hold_buf,0,
logic_synthesis,syn_area,1730,um^2
logic_synthesis,synth_cells,154,
setup_path,ff2ff_path_depth,4,
flow_run,warnings,53,
cts,htreeDepth,2,
status,status,"finished, final reports clean",
timing,skew,9.92,ps
setup_path,end_kind,"flip-flop",
setup_path,crit_arrival,2340,ps
setup_path,path_cells,"clkdlybuf4s50_1 > buf_4 > and2b_1 > mux2_1",
cts,tritoncts,"built",
detailed_routing,drc_errors,0,
cells_and_area,logic_area,761,um^2
logic_synthesis,yosysChipArea,1730,um^2
detailed_routing,wire_per_inst,11.5,um
cells_and_area,final_layout_size_suffix_gt1_share,15.5,%
detailed_routing,viasPerCell,3.80,
cts,cts_buffer_depth,2,
timing,rsz0062_at_grt,"no",
logic_synthesis,synth_area_per_cell,11.2,um^2
global_route,grt_usage,5.20,%
min_path,holdPathEnd,"slave_readdata[15]",
cts,post-cts-setup-buffers,0,
logic_synthesis,ys_warn_count,2,
setup_path,reg2reg_from,"my_ip.Counter[2]",
detailed_routing,drt_wl_total,3770,um
logic_synthesis,synth.most_common_cell,"nor2_1",
logic_synthesis,top_cells_by_area,"edfxtp_1, dfxtp_1, mux2_2, nor2_1, nor2b_1",
cts,clkLatencyLatePin,290,ps
detailed_routing,n_antenna_cell,0,
die,initCoreUtil,17.7,%
cells_and_area,areaGrowthSynthToFinish,35.8,%
global_route,grt_overflow,0,
logic_synthesis,yosys_cells,154,
logic_synthesis,ys_types,42,
logic_synthesis,top_cells_by_count,"nor2_1, dfxtp_1, edfxtp_1, nor2b_1, mux2_2",
placed_design,dp_hpwl,2750,um
logic_synthesis,postSynthSeqShare,52.2,%
timing,report.final.setup_viol,0,
cts,root_buffer,"clkbuf_8",
cells_and_area,finalCoreUtilization,24.0,%
timing,tightest_slew,559,ps
cells_and_area,flop_area,901,um^2
logic_synthesis,numSynthFlops,36,
die,ioPinCount,64,
placed_design,portBuffers,36,
cts,clk_pin_slew,80,ps
global_route,grt_pass1_vias,1239,
detailed_routing,vias,1243,
setup_path,crit_path_max_incr_delay,820,ps
timing,finalClockPeriodUsage,61.6,%
detailed_routing,first_pass_iters,4,
setup_path,ff2ff_setup_slack,1500,ps
timing,drv_slew,0,
flow_run,max-cap-violations,0,
cts,cts.sinks,36,
min_path,whs_path_depth,0,
timing,relSlewSlack,62.6,%
placed_design,post-place-ws,1010,ps
min_path,worstHoldStart,"my_ip.Counter[15]",
die,fp.dieW,120,um
timing,finalSetupTns,0,ps
global_route,grt_pass1_wl,6310,um
timing,setup_slack,1340,ps
die,coreArea,9770,um^2
detailed_routing,drtIter0Drc,18,
-- critical path: cells and delay by family --
family / cells / cell delay (ps)
buf+inv: 2 / 1150
mux: 1 / 280
simple gates: 1 / 200
-- final cells by class --
type	instances	share of cell area, %
Tap cell	133	7.10
Clock inverter	3	1.81
Timing Repair Buffer	39	16.3
Sequential cell	36	38.4
Inverter	6	0.961
Multi-Input combinational cell	105	32.4
Clock buffer	5	2.93
-- kinds of logic (layout without fill, tap and decap cells) --
family / Yosys count / count (layout) / share of synthesized area (%)
mux: 14 / 14 / 9.06
buf+inv: 13 / 53 / 3.77
xor+xnor: 4 / 4 / 3.12
compound gates: 18 / 18 / 7.46
simple gates: 67 / 67 / 23.0
flops: 36 / 36 / 52.2
fa+ha+maj: 2 / 2 / 1.45
-- worst max-delay path by stage --
stage,startpoint,endpoint,slack [ps],cells after the start
CTS,reset,my_ip.Counter[15],1330,4
global route,reset,my_ip.Counter[15],1250,4
finish,reset,my_ip.Counter[15],1340,4
-- cells in the final DEF, fill, tap and decap left out, types with 2 or more instances in the layout --
master           Yosys  routed
nor4_1               2       2
ha_1                 2       2
a22oi_1              4       4
clkdlybuf4s50_1      0      36
nor2_1              22      22
mux2_1               3       3
xnor2_1              3       3
nor2b_1             12      12
nand4_1              3       3
inv_1                6       6
dfxtp_1             18      18
nand2b_1             2       2
buf_4                0       3
edfxtp_1            18      18
a32oi_1              5       5
a21oi_1              5       5
nand3_1              3       3
and2_1               2       2
nand2_1              4       4
mux2_2              10      10
nor3_1               3       3
and3_1               2       2
clkbuf_8             0       5
nor4_4               2       2
-- stage by stage --
step / cells / power [uW]
floorplan: 154 / 796
global placement: 319 / 951
detailed placement: 319 / 959
CTS: 327 / 1330
global route: 327 / 1390
finish: 327 / 1310
-- power by group --
part           internal, uW  switching, uW
registers               512           81.4
clock network           211            154
logic                   214            139
total                   936            374
-- layer usage --
metal  vias to the layer above  share of wire (%)  GRT usage (%)
met1                       571                 47           6.75
met2                        32                 43           8.01
met4                         0                1.9          0.980
li1                        635                  -              -
met3                         5                8.6           2.24
met5                         -                  0              0
-- state kept, by name (all words and copies together), names as in the netlist --
signal,cells
my_ip.prevState,2
my_ip.Counter,16
my_ip.currentState,2
slave_readdata,16
No activity file was given, so power comes from the tool's default toggle rates.
