## run.sh

```bash
#!/bin/bash
# OpenROAD 26Q1-2900-gdf79404cd8, Yosys 0.63+post, stock flow scripts
make -C /OpenROAD-flow-scripts/flow DESIGN_CONFIG=/design/flow/config.mk WORK_HOME=/design/flow/orfs finish
```

## config.mk

```make
export PLATFORM = sky130hd
export DESIGN_NAME = esl_bus_demo
export DESIGN_NICKNAME = esl_bus_demo
export VERILOG_FILES = /design/flow/design.v
export SDC_FILE = /design/flow/constraint.sdc
export NUM_CORES = 4
export LEC_CHECK = 1
export CORE_AREA = 10 10 92 92
export DIE_AREA = 0 0 102 102
```

## constraint.sdc

```tcl
current_design esl_bus_demo

set clk_period 6.2
set clk_io_pct 0.2

create_clock -name clk0 -period $clk_period [get_ports {clk_clk}]

set non_clock_inputs [all_inputs -no_clocks]
set_input_delay [expr $clk_period * $clk_io_pct] -clock clk0 $non_clock_inputs
set_output_delay [expr $clk_period * $clk_io_pct] -clock clk0 [all_outputs]
```

## design.v

```verilog
module esl_bus_demo (
    input wire clk_clk,                 
    input wire reset_reset_n,          
    input wire encoder_a,              
    input wire encoder_b,              
    output wire [31:0] encoder_count   
);
    wire [31:0] counter_wire;
    esl_bus_demo_example u0 (
        .clk_clk(clk_clk),
        .reset_reset_n(reset_reset_n),
        .encoder_a_export(encoder_a),
        .encoder_b_export(encoder_b),
        .encoder_counter_export(counter_wire)
    );
    assign encoder_count = counter_wire;
endmodule
module esl_bus_demo_example (
    input  wire        clk_clk,
    input  wire        reset_reset_n,
    input  wire        encoder_a_export,
    input  wire        encoder_b_export,
    output wire [31:0] encoder_counter_export
);
    wire clk = clk_clk;
    wire reset = ~reset_reset_n;
    Encoder encoder_inst (
        .clk(clk),
        .reset(reset),
        .ChannelA(encoder_a_export),
        .ChannelB(encoder_b_export),
        .Counter(encoder_counter_export)
    );
endmodule
module Encoder #(
   parameter DATA_WIDTH = 16
)(
    input clk,
    input reset,
    input ChannelA,
    input ChannelB,
    output reg [15:0] Counter
);
    reg [1:0] currentState, prevState;
    always @(posedge clk) begin
        if (reset) begin
            Counter <= 16'd0;
            prevState <= 2'b00;
        end else begin
            currentState <= {ChannelA, ChannelB};
            case (prevState)
                2'b00: begin
                    if (currentState == 2'b01)
                        Counter <= Counter + 1;   
                    else if (currentState == 2'b10)
                        Counter <= Counter - 1;   
                end
                2'b01: begin
                    if (currentState == 2'b11)
                        Counter <= Counter + 1;   
                    else if (currentState == 2'b00)
                        Counter <= Counter - 1;   
                end
                2'b11: begin
                    if (currentState == 2'b10)
                        Counter <= Counter + 1;   
                    else if (currentState == 2'b01)
                        Counter <= Counter - 1;   
                end
                2'b10: begin
                    if (currentState == 2'b00)
                        Counter <= Counter + 1;   
                    else if (currentState == 2'b11)
                        Counter <= Counter - 1;   
                end
            endcase
            prevState <= currentState;
        end
    end
endmodule
```

==> CHANGELOG.md <==
## Implementation

* R2R Path Start: u0.encoder_inst.currentState[0]
* PortBufs at 19
* Setup-failing EPs final at 0
* H-tree depth at 1
* First-pass GRT wire length at 5.46 mm
* Total wire length at 3.23 mm
* Top-count cell post-synth: dfxtp_1
* Vias at ~1200
* Worst slack at placement at 3.65 ns
* Fin. Hold Viols at 0
* Max Slew Vio Count at 0
* # DRC at 0
* GRT Util Overall at slightly above 6%
* Post-CTS setup buffers at 0
* Multiplexer share at under 10%
* CP required at ~5.0 ns
* Worst vdd ir at 0.000166 V
* Post-synth EDFFs at 2
* Outcome: completed
* Via/cell ratio at 4.53
* CTS sink cnt at 20
* Master of the slowest instance on the critical path: clkdlybuf4s50_1
* Pint at 433 uW
* DR iter-0 viols at 90
* CORE AREA at 0.00646 sq mm
* Pwr/cell area at 417 mW/mm^2
* Largest net degree at the start of global routing at 28
* RePlAce Congestion at around 0.8
* Post-synth top area cell: dfxtp_1
* Area fraction in compound gates at 10.1%
* Slowest Stage Delay on Critical Path at 0.53 ns
* Main flop type: dfxtp_1
* Worst setup margin at 3.68 ns
* Hold buffers post-CTS at 0
* DR WL/cell at 12.4 microns
* DRT Pass-1 Iters at 4
* Switching pwr at roughly 260 uW
* Final clock skew at 0.00240 ns
* Syn-to-layout area delta at 17.2%
* Worst reg2reg endpoint: u0.encoder_inst.Counter[9]
* Worst setup SP type: register
* Top cells, area: dfxtp_1 25%, buf_4 8.5%, xnor2_1 6.2%
* Gr ovfl total at 0
* Minimum clock period at 2.52 ns
* Synth Cell Area at 0.00142 sq mm
* Clk pin slew, worst setup/hold paths at 0.07 ns
* CP Capture Type: primary output
* Sw Share at 37.4%
* Die Span X at between 100 and 150 microns
* Die area at approximately 0.010 sq mm
* Yosys cell types at 42
* CP Buf/Inv Count at 1
* Leakage at 0.611 nW
* Type of the worst setup path: reg -> out
* Max clock buf depth at 2
* Yosys top cell area share at around a quarter
* Crit. Startpoint: u0.encoder_inst.Counter[7]
* Fraction of layout cells with a size suffix above 1 at 6.52%
* Num CTS Buffers at 3
* FP Util at about 22%
* Vias in the first global route at 1143
* CP max FO at 10
* Final period util at roughly two fifths
* Sequential area share after synthesis at 29.7%
* Total Power at 693 uW
* Top cells by count: 18 x dfxtp_1, 16 x buf_4, 15 x a21oi_1
* Post_cts resized at 0
* Combinational Power Share at between 50% and 60%
* Top delay family on crit path: buffers and inverters
* Clk ins delay skew pair at 0.25 ns
* Comb area leader: simple AND/OR/NAND/NOR gates
* Clock root cell: clkbuf_8
* Synth flops at 20
* Antenna violations before repair at 0
* Worst Path Arrival at 1.28 ns
* Number of max-cap violations at 0
* RSZ-0062 raised after global routing: no
* Seq pwr share at between 30 and 40%
* Antenna-violating nets left at 0
* R2R cell count at 7
* Hold crit path type: reg -> reg
* # diodes at 0
* Critical Path Stages at 1
* Row count at 29
* Synth Instances at ~170
* Basic Gates by Area at 29.6%
* Clk network pwr share at 13.9%
* Yosys synthesis chip area at 0.00142 sq mm
* I/O pins at 36
* CP endpoint: encoder_count[7]
* Ys async rst share at 0%
* Die y size at ~100 microns
* Synth warn at 2
* Ys cells at ~170
* Fa+ha+maj area frac at 5.30%
* Area fraction in xor and xnor cells at about 8.0%
* Fmax at 0.397 GHz
* Setup TNS at 0 ns
* R2R setup slack at 3.73 ns
* Syn_area_per_cell at 8.29 sq um
* Log Warnings at 29
* CTS tree: done
* Post-DP HPWL at 2.37 mm
* Crit-path cells: clkdlybuf4s50_1
==> worst min-delay path, cell delays in order, from the launching register on <==
cell and delay [ns]:
dfxtp_1 0.35, nand2_1 0.07, mux2i_1 0.05
==> state kept, by name, summed over array words and instances, names as in the netlist <==
name / count
u0.encoder_inst.prevState: 2
u0.encoder_inst.currentState: 2
u0.encoder_inst.Counter: 16
==> cell type report <==
cell class | count | area, sq um
clock buffers | 4 | 55.1
inverters | 5 | 18.8
multi-input cells | 135 | 873
well taps | 77 | 96.3
fillers | 716 | 4800
repair buffers | 20 | 198
flip-flops and latches | 20 | 420
==> cells by family (layout without fill, tap and decap cells) <==
| kind of cell | count (synthesis) | count (layout) |
|---|---|---|
| and+or+nand+nor | 70 | 70 |
| other | 1 | 16 |
| adders and majority gates | 6 | 6 |
| AOI/OAI and AO/OA | 25 | 25 |
| xor gates and xnor gates | 13 | 13 |
| DFF | 20 | 20 |
| muxes | 5 | 5 |
| buffers and inverters | 31 | 29 |
==> power by group through the flow <==
stage	Combinational (mW)	Clock (mW)	Sequential, mW
4_1_cts	0.359	0.101	0.239
5_1_grt	0.408	0.105	0.251
6_report	0.357	0.0960	0.240
==> worst min path at each step <==
stage	to	cells past startpoint	start
4_1_cts	u0.encoder_inst.Counter[13]	2	u0.encoder_inst.Counter[13]
5_1_grt	u0.encoder_inst.Counter[13]	2	u0.encoder_inst.Counter[13]
6_report	u0.encoder_inst.Counter[13]	2	u0.encoder_inst.Counter[13]
==> per-stage QoR <==
| step | area (sq um) | hold WS (ns) | utilization, % | instances |
|---|---|---|---|---|
| after floorplan | 1470 | 0.452 | - | 186 |
| after global placement | 1610 | 0.502 | 24.9 | 257 |
| after detailed placement | 1610 | 0.497 | 24.9 | 257 |
| after CTS | 1660 | 0.510 | 25.7 | 261 |
| after global routing | 1660 | 0.536 | 25.7 | 261 |
| final | 1660 | 0.511 | 25.7 | 261 |
==> cell usage in the layout (no fill, tap or decap), drive strengths merged, types with 3 or more instances in the layout <==
cell / instances
ha: 6
and3: 4
or3: 11
o21ai: 5
conb: 16
a21oi: 15
nand2: 4
nand2b: 4
clkbuf: 4
nand4: 10
dfxtp: 18
nor2: 12
nor4: 4
xor2: 3
xnor2: 10
inv: 5
mux2i: 4
clkdlybuf4s50: 19
or4: 5
==> layer usage <==
metal	track usage, %	wire length [microns]	up-vias
li1	-	-	609
met1	9.21	1620	532
met2	8.79	1300	39
met3	2.25	294	2
met4	0.217	12	0
met5	0	0	-
Power is estimated from default activity; no workload was simulated.
